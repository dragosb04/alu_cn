===== flow/design.v =====
module fac (
  input bit_a,
  input bit_b,
  input cin,
  output sum,
  output cout
);
assign sum = bit_a ^ bit_b ^ cin;
assign cout = (bit_a & bit_b) | (bit_a & cin) | (bit_b & cin);
endmodule
module rca (
  input signed [7:0] operand_a,
  input signed [7:0] operand_b,
  input CLK,
  output reg signed [7:0] result,
  output reg carry_out,
  output reg [3:0] flags
);
  wire [7:0] sum;
  wire [8:0] carry;
  fac fac_inst1 (
        .bit_a(operand_a[0]),
        .bit_b(operand_b[0]),
        .cin(1'b0),
        .sum(sum[0]),
        .cout(carry[1])
      );
  genvar i;
  generate
    for (i = 1; i < 8; i = i + 1) begin
      fac fac_inst (
        .bit_a(operand_a[i]),
        .bit_b(operand_b[i]),
        .cin(carry[i]),
        .sum(sum[i]),
        .cout(carry[i+1])
      );
    end
  endgenerate
  always @(*) begin
    result = sum;
    carry_out = carry[7];
    flags[3] = ~(|result[6:0]);  
    flags[2] = result[7];
    flags[1] = carry[8];  
    flags[0] = (operand_a[7] & operand_b[7] & ~result[7]) | (~operand_a[7] & ~operand_b[7] & result[7]);
  end
endmodule
module xor_gate (
  input signed [7:0] b,
  input op,
  output reg signed [7:0] result
);
wire signed [7:0] xor_result;
wire signed [7:0] sum;
wire [8:0] carry;
genvar j;
generate
  for (j = 0; j < 8; j = j + 1) begin
    assign xor_result[j] = (b[j] & ~op) | (~b[j] & op);
  end
endgenerate
fac fac_inst1 (
    .bit_a(xor_result[0]),
    .bit_b(1'b1),
    .cin(1'b0),
    .sum(sum[0]),
    .cout(carry[1])
);
genvar i;
generate
    for (i = 1; i < 8; i = i + 1) begin
      fac fac_inst (
        .bit_a(xor_result[i]),
        .bit_b(1'b0),
        .cin(carry[i]),
        .sum(sum[i]),
        .cout(carry[i+1])
      );
    end
endgenerate
always @(*) begin
    case(op)
        1: begin
              result = sum;
           end
        0: begin
              result = xor_result;
          end
        default: result = 8'b0;
    endcase
end
endmodule
module reg_a(
  input clk, rst_b, c0, c2, c4, c5, 
  input [7:0] sum,
  output reg a_lsb,
  output reg [7:0] obus, 
  output reg [7:0] a
);
reg a_msb;
always@(posedge clk, negedge rst_b) begin
  if(!rst_b) 
    a <= 0;
  else if (c0)
    a <= 0;
  else if(c2)
    a <= sum;
 else if(c4)begin
    a_lsb <= a[0];
    a_msb <= a[7];
    a <= {a_msb, a[7:1]};
  end
end
always @(*) begin
    obus <= a;
end
endmodule
module reg_m(
  input clk, rst_b, c0, 
  input [7:0] ibus,
  output reg [7:0] q
);
always@(posedge c0, negedge rst_b) begin
  if(!rst_b) 
    q <= 0;
  else if (c0)
    q <= ibus;
  end
endmodule
module reg_q(
  input clk, rst_b, c1, c4, c6, 
  input [7:0] ibus,
  input a_lsb,
  output reg q_lsb,
  output reg [7:0] obus
);
reg [7:0] q;
always @(posedge clk, negedge rst_b) begin
  if(!rst_b)
    q <= 0;
  else if (c1) begin
    q <= ibus;
    q_lsb <= ibus[0];
  end
  else if(c4) 
    begin
        q_lsb <= q[0];
        q <= {a_lsb, q[7:1]};
      end
end
always @(*) begin
    obus <= q;
end
endmodule
module reg_q_1(
  input clk, rst_b, c0, c4, q_lsb,
  output reg q
);
always @(posedge clk, negedge rst_b) begin
  if(!rst_b)
    q <= 0;
  else if(c0)
    q <= 0;
  else if(c4)
    q <= q_lsb;
  end
endmodule
module counter (
  input clk, rst_b, c0, c4,
  output count7
);
reg [2:0] count;
always@(posedge clk, negedge rst_b) begin
  if(!rst_b) 
    count <=0;
  else if(c0)
    count <= 0;
  else if (c4)
    count <= count + 1;
end
assign count7 = count[0] & count[1] & count[2];
endmodule
module parallel_adder (
  input [7:0] x, y, 
  input c3,
  output [7:0] out
);
wire [8:0] carry;
assign carry[0] = 0;
generate 
  genvar j;
    for(j = 0; j < 8; j = j + 1)
      begin : vect
        fac inst_fac(.bit_a(x[j]), .bit_b(y[j]), .sum(out[j]), .cin(carry[j]), .cout(carry[j + 1]));
    end
endgenerate
endmodule
module control_unit(
  input clk, rst_b, bgn, q_1, q0, count7, 
  output reg c0, c1, c2, c3, c4, c5, c6, stop  
);
localparam S0 = 3'b000;
localparam S1 = 3'b001;
localparam S2 = 3'b010;
localparam S3 = 3'b011;
localparam S4 = 3'b100;
localparam S5 = 3'b101;
localparam S6 = 3'b110;
localparam S7 = 3'b111;
reg [2:0] st;
reg [2:0] st_nxt;
  always@(*) begin
    case(st)
      S0 : begin 
            stop = 0;
            c0=0;c1=0;c2=0;c3=0;c4=0;c5=0;c6=0;
            if(bgn) st_nxt = S1;
              else st_nxt = S0;
            end
      S1 : begin
            c0=1;
            st_nxt = S2;
          end 
      S2 : begin
            c0=0; 
            c1 = 1; 
            c4 = 0;
            if(q0 == 0 && q_1 == 1) st_nxt = S3;
            else if(q0 == 1 && q_1 == 0) st_nxt = S4;
            else st_nxt = S5;   
          end
      S3 : begin
            c1=0;
            c2=1;
            st_nxt = S5;
          end
      S4 : begin
            c1=0;
            c2= 1;
            c3 = 1;
            st_nxt = S5;
          end
      S5 : begin
            c1=0;
            c2 = 0;
            c3 = 0;
            c4 = 1;
            if(count7 == 0)
              st_nxt = S2;
            else st_nxt = S6;
          end
       S6 : begin
            c1=0;
            c2=0;
            c3=0;
            c4=0;
            c5=1;
            st_nxt = S7;
          end
        S7 : begin
            c5=0;
            c6=1;
            stop = 1;
            st_nxt = S0;
          end
    endcase
end
always@(posedge clk, negedge rst_b) begin
  if(!rst_b) st <= S0;
  else st <= st_nxt;
end
endmodule
module booth_radix2 (
  input clk, bgn, rst_b, 
  input [7:0] ibusa,
  input [7:0] ibusb,
  output stop, 
  output reg[15:0] obus
);
wire c0, c1, c2, c3, c4, c5, c6, q_lsb, q_1, count7, a_lsb; 
wire [7:0] m, a, out_sum;
wire [7:0] out_xor;
wire [3:0] flg;
wire [15:0] outbus;
wire cout;
reg [15:0]aux;
reg_m leg1( .clk(clk), .rst_b(rst_b), .c0(c0), .ibus(ibusb), .q(m));
reg_a leg4(.clk(clk), .rst_b(rst_b), .c0(c0), .c2(c2), .c4(c4), .c5(c5), .sum(out_sum), .a_lsb(a_lsb), .a(a), .obus(outbus[15:8]));
reg_q leg3(.clk(clk), .rst_b(rst_b), .c1(c1), .c4(c4), .c6(c6), .a_lsb(a_lsb), .q_lsb(q_lsb), .ibus(ibusa), .obus(outbus[7:0]));
reg_q_1 leg5(.clk(clk), .rst_b(rst_b), .c0(c0), .c4(c4), .q_lsb(q_lsb), .q(q_1));
counter leg6(.clk(clk), .rst_b(rst_b), .c0(c0), .c4(c4), .count7(count7));
control_unit leg7(.clk(clk), .rst_b(rst_b), .bgn(bgn), .q_1(q_1), .q0(q_lsb), .count7(count7), 
                    .c0(c0), .c1(c1), .c2(c2), .c3(c3), .c4(c4), .c5(c5), .c6(c6), .stop(stop));
xor_gate leg8(.b(m), .op(c3), .result(out_xor));
parallel_adder leg9(.x(out_xor), .y(a), .c3(c3), .out(out_sum));
always@(posedge clk)begin
    obus <= outbus;
end
endmodule
module reg_a_sub (
    input CLK, RESET, c0, c2, c4, c5, sign,
    input signed [7:0] sum,
    output reg a_lsb,
    output reg [7:0] obus, 
    output reg [7:0] q
);
reg a_msb;
always @ (posedge CLK, negedge RESET) begin
    if(!RESET) 
        q <= 0;
    else if (c0)
        q <= 0;
    else if(c2)
        q <= sum;
    else if(c4) begin
        a_lsb <= q[0];
        a_msb <= q[7];
        q <= {q[7], q[7:1]};
        q[7] <= a_msb;
    end
end
always @ (*) begin
  if(c5) 
    obus <= q;
  else obus <= 8'bz;
end
endmodule
module reg_m_sub (
  input CLK, RESET, c0,
  input [7:0] ibus,
  output reg [7:0] q
);
always@(posedge c0, negedge RESET) begin
  if(!RESET) 
    q <= 0;
  else if (c0)
    q <= ibus;
  end
endmodule
module reg_q_sub (
  input CLK, RESET, c1, c2, c4, c6, 
  input [7:0] ibus,
  input a_lsb,
  input sign,
  output reg q_lsb,
  output reg [7:0] obus
);
reg [7:0] q;
always @(posedge CLK, negedge RESET) begin
  if(!RESET)
    q <= 0;
  else if (c1) begin
    q <= ibus;
    q[0] <= 0;
  end else if (c2)
    q[0] <= ~sign;
  else if(c4) 
    begin
        q_lsb <= q[0];
        q <= {q[7], q[7:1]};
        q[7] <= a_lsb;
        q[0] <= 0;
      end
end
always @ (*) begin
  if(c6) 
    obus <= q;
  else obus <= 8'bz;
end
endmodule
module reg_s (
  input CLK, RESET, c0, c2, a_msb,
  output reg q
);
always @(posedge CLK, negedge RESET) begin
  if(!RESET)
    q <= 0;
  else if(c0)
    q <= 0;
  else if(c2)
    q <= a_msb;
  end
endmodule
module control_unit_sub (
  input clk, rst_b, bgn, s, count7, 
  output reg c0, c1, c2, c3, c4, c5, c6, stop  
);
localparam S0 = 3'b000;
localparam S1 = 3'b001;
localparam S2 = 3'b010;
localparam S3 = 3'b011;
localparam S4 = 3'b100;
localparam S5 = 3'b101;
localparam S6 = 3'b110;
localparam S7 = 3'b111;
reg [2:0] st;
reg [2:0] st_nxt;
  always@(*) begin
    case(st)
      S0 : begin 
            stop = 0;
            c0=0;c1=0;c2=0;c3=0;c4=0;c5=0;c6=0;
            if(bgn) st_nxt = S1;
              else st_nxt = S0;
            end
      S1 : begin
            c0=1;
            st_nxt = S2;
          end 
      S2 : begin
            c0=0; 
            c1 = 1; 
            c4 = 0;
            if(s == 1) st_nxt = S3;
            else if(s == 0) st_nxt = S4;
            else st_nxt = S5;   
          end
      S3 : begin
            c1=0;
            c2=1;
            st_nxt = S5;
          end
      S4 : begin
            c1=0;
            c2= 1;
            c3 = 1;
            st_nxt = S5;
          end
      S5 : begin
                c1=0;
                c2 = 0;
                c3 = 0;
                c4 = 1;
                if(count7 == 0) begin
                st_nxt = S2;
                end
                else begin
                    if(s == 1) begin 
                        c2 = 1;
                    end
                    st_nxt = S6;
                end
            end   
       S6 : begin
            c1=0;
            c2=0;
            c3=0;
            c4=0;
            c5=1;
            st_nxt = S7;
          end
        S7 : begin
            c5=0;
            c6=1;
            stop = 1;
            st_nxt = S0;
          end
    endcase
end
always@(posedge clk, negedge rst_b) begin
  if(!rst_b) st <= S0;
  else st <= st_nxt;
end
endmodule
module non_restoring (
  input CLK, bgn, RESET, 
  input signed [7:0] ibusa,
  input signed [7:0] ibusb,
  output stop, 
  output [7:0] obus
);
wire c0, c1, c2, c3, c4, c5, c6, a_msb, sign, count7, a_lsb, s;
wire signed [7:0] m, a, out_sum;
wire signed [7:0] out_xor;
wire carry_out;
wire [3:0] flg;
reg_m_sub inst1( .CLK(CLK), .RESET(RESET), .c0(c0), .ibus(ibusb), .q(m));
reg_a_sub inst2(.CLK(clk), .RESET(rst_b), .c0(c0), .c2(c2), .c4(c4), .c5(c5), .sign(s), .sum(out_sum), .a_lsb(a_lsb), .q(a), .obus(obus));
reg_q_sub inst3( .CLK(clk), .RESET(rst_b), .c1(c1), .c2(c2), .c4(c4), .c6(c6), .a_lsb(a_lsb), .q_lsb(q_lsb), .ibus(ibusa), .obus(obus));
reg_s inst4(.CLK(clk), .RESET(rst_b), .c0(c0), .c2(c2), .a_msb(a_msb), .q(s));
counter inst5(.clk(clk), .rst_b(rst_b), .c0(c0), .c4(c4), .count7(count7));
control_unit_sub inst6(.clk(clk), .rst_b(rst_b), .bgn(bgn), .s(s), .count7(count7), 
                    .c0(c0), .c1(c1), .c2(c2), .c3(c3), .c4(c4), .c5(c5), .c6(c6), .stop(stop));
xor_gate inst7(.b(m), .op(c3), .result(out_xor));
parallel_adder inst8(.x(out_xor), .y(a), .c3(c3), .out(out_sum));
endmodule
module alu(
    input signed [7:0] operand_a,
    input signed [7:0] operand_b,
    input [1:0] alu_operation,
    input ENABLE,
    input CLK,
    input RESET,
    output reg signed [7:0] result,
    output reg carry_out,
    output reg [3:0] flags,
    output reg [7:0] result2
);
localparam ADD  = 4'b00;
localparam SUB  = 4'b01;
localparam MULT = 4'b10;
localparam DIV  = 4'b11;
integer i = 0;
wire signed [7:0] sign_bit;
wire signed [7:0] res;
wire cout;
wire [3:0] flg;
wire signed [7:0] real_b;
reg [7:0] shift_value;
reg sign;
reg [2:0] st;
reg [2:0] st_nxt;
wire booth_stop, div_stop;
wire signed [15:0] booth_result;
wire signed [7:0] division_result;
xor_gate inst1 (.b(operand_b), .op(alu_operation[0]), .result(real_b));
rca inst2 (.operand_a(operand_a), .operand_b(real_b), .CLK(CLK), .result(res), .carry_out(cout), .flags(flg));
booth_radix2 inst3 (.clk(CLK), .bgn(ENABLE), .rst_b(RESET), .ibusa(operand_a), .ibusb(operand_b), .stop(booth_stop), .obus(booth_result));
non_restoring inst4 (.CLK(CLK), .bgn(ENABLE), .RESET(RESET), .ibusa(operand_a), .ibusb(operand_b), .stop(div_stop), .obus(division_result));
always @(*) begin
  flags = 4'b0;
  carry_out = 1'b0;
  case(alu_operation)
        ADD: if (ENABLE) begin
                result = res;
                flags = flg;
                carry_out = cout;
             end
             else begin
                    result = 8'b0;
                    flags = 4'b0;
                    carry_out = 1'b0;
            end
        SUB: if (ENABLE) begin
                result = res;
                flags = flg;
                carry_out = cout;
             end
             else begin
                    result = 8'b0;
                    flags = 4'b0;
                    carry_out = 1'b0;
             end
        MULT: if (ENABLE) begin
                result = booth_result[7:0];
                result2= booth_result[15:8];
                carry_out = booth_stop;
              end
              else begin
                result = 8'b0;
              end
        DIV:  if (ENABLE) begin
                result = division_result;
                carry_out = div_stop;
              end
              else begin
                result = 8'b0;
              end
        default: result = 8'b0;
    endcase
end
endmodule

===== flow/constraint.sdc =====
current_design alu

set clk_period 4.4
set clk_io_pct 0.2

create_clock -name clk0 -period $clk_period [get_ports {CLK}]

set non_clock_inputs [all_inputs -no_clocks]
set_input_delay [expr $clk_period * $clk_io_pct] -clock clk0 $non_clock_inputs
set_output_delay [expr $clk_period * $clk_io_pct] -clock clk0 [all_outputs]

===== flow/config.mk =====
export PLATFORM = sky130hd
export DESIGN_NAME = alu
export DESIGN_NICKNAME = alu
export VERILOG_FILES = /design/flow/design.v
export SDC_FILE = /design/flow/constraint.sdc
export NUM_CORES = 4
export LEC_CHECK = 1
export CORE_UTILIZATION = 30

===== flow/run.sh =====
#!/bin/bash
# OpenROAD 26Q1-2900-gdf79404cd8, Yosys 0.63+post, stock flow scripts
make -C /OpenROAD-flow-scripts/flow DESIGN_CONFIG=/design/flow/config.mk WORK_HOME=/design/flow/orfs finish

==> results.rst <==
Metrics
=======

.. list-table::
   :header-rows: 1

   * - Metric
     - Value
   * - Pin count of the biggest net entering global routing
     - 22
   * - Worst Max-Slew Pin Slew
     - 747.4 ps
   * - Clock Skews
     - 8.305 ps
   * - Most frequent cells in the layout
     - 35 x sky130_fd_sc_hd__dfrtp_1, 28 x sky130_fd_sc_hd__clkdlybuf4s50_1, 22 x sky130_fd_sc_hd__nor2_1, 19 x sky130_fd_sc_hd__mux2i_1, 19 x sky130_fd_sc_hd__buf_4
   * - MaxCap Viol Count
     - 0
   * - Area reported by Yosys stat
     - 3179 µm²
   * - Accumulated negative setup slack
     - -5664 ps
   * - Minimum setup slack among reg-to-reg paths
     - 470 ps
   * - Average vias per placed instance
     - 4.317
   * - Crit path max fanout
     - 2
   * - Drt initial violations
     - 46
   * - Cell type with the largest total area after synthesis
     - sky130_fd_sc_hd__dfrtp_1
   * - Number of synthesized flops with an enable pin
     - 3
   * - H-tree depth
     - 2
   * - Max frequency
     - 183.3 MHz
   * - Final worst slack
     - -1054 ps
   * - Per-instance average area after synthesis
     - 11.69 µm²
   * - Late-Pin Clk Latency
     - 300 ps
   * - Maximum vdd ir drop
     - 140.7 µV
   * - Count of unclocked register or latch pins
     - 22
   * - Top cell excl fill/tap
     - sky130_fd_sc_hd__dfrtp_1
   * - Core occupancy in the finished layout
     - 39.03%
   * - Power per cell area
     - 237.4 nW/µm²
   * - Max-slew violations
     - 0
   * - Total number of vias
     - 1,999
   * - Post-synthesis async set-or-reset flop share
     - 52.17%
   * - Result of the run
     - finished with violations
   * - First-pass GRT wire length
     - 10.14 mm
   * - RePlAce Congestion
     - 0.8550
   * - Average wire per cell in the routed design
     - 13.03 µm
   * - Number of flip-flops and latches in the synthesized netlist
     - 69
   * - I/O Buffers
     - 41
   * - Floorplan core area
     - 10,280 µm²
   * - Number of warnings the tools reported
     - 31
   * - N_diodes
     - 0
   * - Worst Setup End Kind
     - primary output
   * - CP startpoint kind
     - input pin
   * - CTS tree
     - yes
   * - Cell count of the worst reg-to-reg path
     - 10
   * - Hold Path Cell Cnt
     - 0
   * - Total placed instance area
     - 3865 µm²
   * - Static leakage power
     - 1.835 nW
   * - Chip Width
     - 104.9 µm
   * - Most area-consuming cells after synthesis
     - sky130_fd_sc_hd__dfrtp_1 28%, sky130_fd_sc_hd__dfxtp_1 10%, sky130_fd_sc_hd__fa_1 8.2%, sky130_fd_sc_hd__ha_1 7.9%, sky130_fd_sc_hd__dlxtn_1 6.6%
   * - Fraction of layout cells with a size suffix above 1
     - 25.99%
   * - Total die area
     - 11,010 µm²
   * - Fin Hold WS
     - 370.9 ps
   * - Layout area overhead
     - 26.17%
   * - Hold/Removal Path Class
     - register to register
   * - Number of warning messages in the yosys log
     - 32
   * - Count of endpoints without a timing constraint
     - 30
   * - Wire length reported by the detailed router
     - 6.031 mm
   * - Placed wire-length estimate
     - 4.652 mm
   * - Chip height
     - 104.9 µm
   * - Worst-case headroom to the max-slew limit
     - 50.13%
   * - Number of remaining DRC errors
     - 0
   * - Final period utilization
     - 124.0%
   * - Final-report hold violation count
     - 0
   * - Crit path time final
     - 5454 ps
   * - Area of all placed cells without fillers
     - 4011 µm²
   * - Post-synthesis cell count from yosys
     - 272
   * - Clk root buf
     - sky130_fd_sc_hd__clkbuf_8
   * - Main flop type
     - sky130_fd_sc_hd__dfrtp_1
   * - Mapped Cells
     - 272
   * - Number of different library cells in the post-synthesis netlist
     - 38
   * - Number of iterations in the first detailed-routing pass
     - 4
   * - Number of cell rows
     - 37
   * - Total of endpoints with negative setup slack in the final report
     - 10
   * - Share of the core filled by cells before placement
     - 30.93%
   * - CTS hold repair buffers
     - 0
   * - Combined area of all synthesized cells
     - 3179 µm²
   * - Buffers from clock root to sink, at most
     - 2
   * - Violations in the final reports
     - setup timing
   * - Arrival @ worst endpoint
     - 4570 ps
   * - Unrepaired setup endpoints after global routing
     - true
   * - Top cell type's share of synthesized area
     - 27.55%
   * - Critical path class
     - input pin to primary output
   * - Vias in the first global route
     - 2,026
   * - Number of placed I/O pins
     - 42
   * - Antenna violations before repair
     - 0
   * - GRT Residual Overflow
     - 0
   * - CTS clock-pin slew for the worst setup and hold paths
     - 80 ps
   * - Number of nets with antenna violations after detailed routing
     - 0
   * - Req. time, crit path
     - 3520 ps
   * - Total Routing Usage GR
     - 11.91%
   * - Cts bufs inserted
     - 5
[flip-flops by register name, indices dropped and copies added, names as in the netlist]
| name | count |
|---|---|
| inst3.obus | 16 |
| inst3.leg1.q | 8 |
| inst3.leg3.q | 8 |
| inst3.leg4.a | 8 |
| inst3.leg7.st | 8 |
| result2 | 8 |
| inst3.leg6.count | 3 |
| inst3.leg3.q_lsb | 1 |
| inst3.leg4.a_lsb | 1 |
| inst3.leg4.a_msb | 1 |
| inst3.leg5.q | 1 |
| inst3.leg7.c0 | 1 |
| inst3.leg7.c1 | 1 |
| inst3.leg7.c2 | 1 |
| inst3.leg7.c3 | 1 |
| inst3.leg7.c4 | 1 |
| inst3.leg7.stop | 1 |
[per-layer routing]
layer	share of wire, %	wire, µm	global-route usage [%]
met4	0.99	60	1.006
met3	4.3	259	2.414
met5	0	0	0
met1	48	2917	18.01
met2	46	2793	19.02
[area by class of cell]
class	count	area, µm²
Clock inverter	2	38.79
Multi-Input combinational cell	174	1602
Sequential cell	69	1523
Timing Repair Buffer	62	543.0
Inverter	14	52.55
Tap cell	136	170.2
Fill cell	1006	6266
Clock buffer	6	82.58
[critical path: stages]
cell,delay (ps)
sky130_fd_sc_hd__dlygate4sd2_1,270
sky130_fd_sc_hd__xor2_2,210
sky130_fd_sc_hd__ha_4,220
sky130_fd_sc_hd__mux2_4,260
sky130_fd_sc_hd__fa_2,360
sky130_fd_sc_hd__fa_2,340
sky130_fd_sc_hd__fa_2,350
sky130_fd_sc_hd__fa_2,340
sky130_fd_sc_hd__inv_2,60
sky130_fd_sc_hd__fa_2,200
sky130_fd_sc_hd__inv_2,40
sky130_fd_sc_hd__fa_2,530
sky130_fd_sc_hd__buf_6,100
sky130_fd_sc_hd__mux2i_2,220
sky130_fd_sc_hd__nor3_2,70
sky130_fd_sc_hd__buf_2,120
[stage by stage]
step	cells	setup WS (ps)	total power, mW
floorplan	272	-785.6	0.5293
global placement	454	-1762	0.6184
detailed placement	454	-1827	0.6157
CTS	463	-1212	0.9588
global route	463	-1181	1.002
finish	463	-1054	0.9521
[repair_timing]
item,4_1_cts,5_1_grt
setup buffers,1,0
setup endpoints to repair,11,10
gates resized,50,4
pin swaps,14,12
[cells in the mapped netlist, types with 2 or more instances]
cell and number:
sky130_fd_sc_hd__nand2_1 9, sky130_fd_sc_hd__dfrtp_1 35, sky130_fd_sc_hd__nor2_1 23, sky130_fd_sc_hd__or2_2 4, sky130_fd_sc_hd__nor3_1 2, sky130_fd_sc_hd__mux2_2 17
sky130_fd_sc_hd__clkbuf_1 8, sky130_fd_sc_hd__edfxtp_1 3, sky130_fd_sc_hd__dfxtp_1 16, sky130_fd_sc_hd__dlxtn_1 14, sky130_fd_sc_hd__and2_1 6, sky130_fd_sc_hd__a21oi_1 8
sky130_fd_sc_hd__xor2_1 14, sky130_fd_sc_hd__ha_1 20, sky130_fd_sc_hd__nor2b_1 8, sky130_fd_sc_hd__fa_1 13, sky130_fd_sc_hd__a21o_1 2, sky130_fd_sc_hd__xnor2_1 3
sky130_fd_sc_hd__nand2b_1 2, sky130_fd_sc_hd__mux2i_1 21, sky130_fd_sc_hd__or3_1 3, sky130_fd_sc_hd__a211oi_1 2, sky130_fd_sc_hd__o21ai_0 9, sky130_fd_sc_hd__buf_2 4
sky130_fd_sc_hd__inv_1 13
[power by group]
part	internal, mW	leakage [nW]	switching [mW]
clock network	0.187	0.0618	0.144
logic	0.104	1.06	0.0818
registers	0.435	0.709	0
[cells by family after synthesis]
logic type	synth area share [%]
simple gates	9.681
flops	41.28
mux	12.63
fa+ha+maj	16.06
buf+inv	3.975
compound gates	4.368
xor+xnor	5.392
latches	6.612
[worst paths after layout]
kind / start / endpoint
worst max-delay path: operand_b[2] / flags[0]
worst min-delay path: inst3.leg7.st[3] / inst3.leg7.st[7]
worst max register to register: inst3.leg4.a[0] / inst3.leg4.a[7]
worst min register to register: inst3.leg7.st[3] / inst3.leg7.st[7]
max in group asynchronous: RESET / inst3.leg5.q
min in group asynchronous: RESET / inst3.leg4.a[4]
Power and IR drop assume default switching activity.
